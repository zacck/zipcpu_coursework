[design/flow/run.sh]
#!/bin/bash
# OpenROAD 26Q1-2900-gdf79404cd8, Yosys 0.63+post, stock flow scripts
make -C /OpenROAD-flow-scripts/flow DESIGN_CONFIG=/design/flow/config.mk WORK_HOME=/design/flow/orfs finish
[design/flow/config.mk]
export PLATFORM = sky130hd
export DESIGN_NAME = wishbonewalker
export DESIGN_NICKNAME = wishbonewalker
export VERILOG_FILES = /design/flow/design.v
export SDC_FILE = /design/flow/constraint.sdc
export NUM_CORES = 4
export LEC_CHECK = 1
export CORE_AREA = 10 10 70 70
export DIE_AREA = 0 0 80 80
[design/flow/constraint.sdc]
current_design wishbonewalker

set clk_period 2.3
set clk_io_pct 0.2

create_clock -name clk0 -period $clk_period [get_ports {i_clk}]

set non_clock_inputs [all_inputs -no_clocks]
set_input_delay [expr $clk_period * $clk_io_pct] -clock clk0 $non_clock_inputs
set_output_delay [expr $clk_period * $clk_io_pct] -clock clk0 [all_outputs]
[design/flow/design.v]
module wishbonewalker (
    i_clk,
    i_cyc,
    i_stb,
    i_we,
    i_addr,
    i_data,
    o_stall,
    o_ack,
    o_data,
    o_led
);
  input wire i_clk;
  wire unused;
  assign unused = &{1'b0, i_cyc, i_addr, i_data};
  input wire i_cyc, i_stb, i_we;
  input wire i_addr;
  input wire [5:0] i_data;
  output wire o_stall;
  output reg o_ack;
  output wire [5:0] o_data;
  output reg [5:0] o_led;
  reg [3:0] state;
  wire busy;
  initial state = 0;
  initial o_ack = 1'b0;
  always @(posedge i_clk)
    if ((i_stb) && (i_we) && (!o_stall)) state <= 4'h1;
    else if (state >= 4'd11) state <= 4'h0;
    else if (state != 0) state <= state + 1'b1;
  always @(posedge i_clk) o_ack <= (i_stb) && (!o_stall);
  assign o_stall = (busy) && (i_we);
  assign o_data = o_led;
  assign busy = (state != 0);
  always @(*)
    case (state)
      4'h1: o_led = 6'h01;
      4'h2: o_led = 6'h02;
      4'h3: o_led = 6'h04;
      4'h4: o_led = 6'h08;
      4'h5: o_led = 6'h10;
      4'h6: o_led = 6'h20;
      4'h7: o_led = 6'h10;
      4'h8: o_led = 6'h08;
      4'h9: o_led = 6'h04;
      4'ha: o_led = 6'h02;
      4'hb: o_led = 6'h01;
      default: o_led = 6'h00;
    endcase
endmodule
==> impl_metrics.env <==
# yosys + openroad results
export IMPL_regToRegSetupSlack_ps=990
export IMPL_clkLatencyLatePin_ps=240
export IMPL_firstDrtPassIters=3
export IMPL_syn_area_sq_um=417
export IMPL_finalWirelength_um=984
export IMPL_final_hold_viol_count=0
export IMPL_yosys_area_sq_um=417
export IMPL_drv_cap=0
export IMPL_total_power_mw=0.811
export IMPL_overflow=0
export IMPL_grt_max_degree=12
export IMPL_fin_crit_sh=0.930
export IMPL_core_area_sq_mm=0.00342
export IMPL_syn_instance_count=48
export IMPL_area_growth_pct=49.2
export IMPL_hold_class="reg2reg"
export IMPL_yosysTopAreaCellShare=0.240
export IMPL_rsz0062_at_grt="no"
export IMPL_post_cts_buffers=0
export IMPL_seqPwrFrac=0.260
export IMPL_whs_path_depth=1
export IMPL_path_class="reg2out"
export IMPL_placed_cells=103
export IMPL_fill_cells=384
export IMPL_swShare=0.357
export IMPL_grt_pass1_wl_um=1660
export IMPL_combinationalPowerShare=0.616
export IMPL_cts_buffer_depth=2
export IMPL_outcome="finished clean"
export IMPL_h_tree_depth=1
export IMPL_cp_arrival_ps=1680
export IMPL_yosys_top_cells_area="dfxtp_1, ha_1, buf_4, inv_1, o21a_1"
export IMPL_maxSlewHeadroom=0.702
export IMPL_end_kind="primary output"
export IMPL_whs_ps=514
export IMPL_layout_drive_gt1_share=0.180
export IMPL_min_period_ps=2140
export IMPL_ios=25
export IMPL_min_from="state[1]"
export IMPL_ys_cells=48
export IMPL_most_common_layout_cells="clkdlybuf4s50_1, inv_1"
export IMPL_vias_per_cell=3.34
export IMPL_worst_pin_slew_ps=447
export IMPL_numPortBuffers=16
export IMPL_cts_buffers=3
export IMPL_ctsHoldBuffers=0
export IMPL_die_h_um=80
export IMPL_ant_nets=0
export IMPL_p_per_area_mw_per_mm2=1300
export IMPL_peakVddDrop_mv=0.343
export IMPL_setup_viol=0
export IMPL_p_leak_nw=0.239
export IMPL_avgSynthCellArea_sq_um=8.68
export IMPL_ys_ff=5
export IMPL_grt_pass1_vias=360
export IMPL_cts_tree="yes"
export IMPL_p_sw_mw=0.290
export IMPL_routed_via_count=357
export IMPL_rows=21
export IMPL_routabilityCongestion=0.793
export IMPL_yosys_area_top_type="dfxtp_1"
export IMPL_stdcell_count=107
export IMPL_antenna_found_initial=0
export IMPL_intPower_mw=0.521
export IMPL_crit_fanout=6
export IMPL_tool_warnings=36
export IMPL_final_max_slew_viol_count=0
export IMPL_hold_end="state[3]"
export IMPL_yosysWarningCount=1
export IMPL_wl_per_cell_um=9.20
export IMPL_clkTransAtPathRegs_ps=40
export IMPL_reg2reg_to="state[1]"
export IMPL_setup_tns_ps=0
export IMPL_ff2ff_path_depth=4
export IMPL_initialDrtViolationCount=31
export IMPL_cp_required_ps=1840
export IMPL_max_freq_ghz=0.468
export IMPL_chipWidth_um=80
export IMPL_postSynthSeqShare=0.240
export IMPL_grtUsageTotal=0.0320
export IMPL_dp_hpwl_um=795
export IMPL_start_kind="register"
export IMPL_clock_sinks=5
export IMPL_synthDistinctLibCells=24
export IMPL_fp_util=0.122
export IMPL_worst_clock_skew_ps=0.676
export IMPL_r2r_start="state[0]"
export IMPL_antenna_cells=0
export IMPL_p_clk_frac=0.124
export IMPL_drc=0
export IMPL_clockRootBuffer="clkbuf_4"
export IMPL_die_area_sq_mm=0.00640
export IMPL_layout_top_cell="clkdlybuf4s50_1"
## through the flow
step | setup slack, ps | instance area [sq um] | utilization
finish | 161 | 622 | 0.182
global route | 54.2 | 622 | 0.182
CTS | 10.4 | 607 | 0.178
detailed placement | 238 | 578 | 0.169
global placement | 264 | 578 | 0.169
floorplan | 813 | 417 | -
## how the worst max path moves through the flow
stage	startpoint	end	slack (ps)	cells after the start
4_1_cts	state[0]	o_led[2]	10	5
5_1_grt	state[0]	o_data[0]	50	5
6_report	state[0]	o_led[2]	160	5
## synth_stat cells, drive strengths merged
master	number
nand2	3
nand3b	1
o21a	2
dfxtp	5
inv	5
nand4	1
mux2i	1
o2bb2ai	1
buf	7
ha	5
o21ai	1
and2	1
nand3	2
a211o	1
nor2	3
o22a	1
o311ai	1
or3b	1
nand2b	2
nor3	1
nor2b	2
and2b	1
## flip-flops by register name, indices dropped and copies added (netlist names)
register / flops
o_ack: 1
state: 4
## cells by family after synthesis
logic type / count (synthesis) / synth area share
simple gates: 18 / 0.270
mux: 1 / 0.0240
fa+ha+maj: 5 / 0.150
flops: 5 / 0.240
compound gates: 7 / 0.135
buf+inv: 12 / 0.180
## power groups by stage
stage	Combinational [mW]	Sequential (mW)	Clock (mW)
after global routing	0.575	0.225	0.109
final	0.499	0.211	0.100
after CTS	0.499	0.200	0.104
## critical path: stages (launching register included)
cell and delay (ps):
dfxtp_2 390, ha_4 180, ha_1 160, inv_1 40, mux2i_1 160, clkdlybuf4s50_1 500
## cell type report
cell class	count	area (sq um)	area share
multi-input cells	31	256	0.412
repair buffers	16	160	0.258
flip-flops and latches	5	103	0.165
well taps	46	57.6	0.0926
clock buffers	4	26.3	0.0423
inverters	5	18.8	0.0302
## layer usage
metal,wire length (um),track usage,vias to the layer above,share of wire
li1,-,-,184,-
met1,437,0.0408,158,0.44
met2,374,0.0409,15,0.38
met3,173,0.0284,0,0.18
met4,0,0.00176,0,0
met5,0,0,-,0
## what timing repair did
item,CTS,global route
pin swaps,0,0
gates resized,1,4
endpoints found under the setup margin,4,5
Power and IR drop assume default switching activity.
