==> flow/design.v <==
module chgdetector(
	i_clk,
	i_data,
	o_stb,
	o_data,
	i_busy); 
 input wire i_clk; 
 input wire [31:0] i_data; 
 input wire i_busy;
 output reg o_stb; 
 output reg [31:0] o_data; 
 initial {o_stb, o_data} = 0;
 always @(posedge i_clk) 
	 if(!i_busy) 
	 begin 
		o_stb <= 0; 
		if(o_data != i_data)
		begin
			o_stb <= 1'b1; 
			o_data <= i_data;
		end
	end
endmodule
module counter(i_clk,
	i_rst,
	i_event,
	o_counter);
 input wire  i_clk, i_event, i_rst; 
 output reg  [31:0] o_counter;
 initial o_counter = 0;
 always @(posedge i_clk)
	 if(i_rst)
		 o_counter <= 0;
	 else if(i_event)
		 o_counter <= o_counter + 1'b1;
endmodule
`default_nettype none
module uartport (
    i_clk,
    i_wr,
    i_data,
    o_uart_tx,
    o_busy
);
  output wire o_uart_tx;
  output reg o_busy;
  input wire i_wr;
  input wire i_clk;
  input wire [7:0] i_data;
  localparam [3:0] START_BIT = 4'h0,
          BIT_ZERO       = 4'h1,
          BIT_ONE        = 4'h2,
          BIT_TWO        = 4'h3,
          BIT_THREE      = 4'h4,
          BIT_FOUR       = 4'h5,
          BIT_FIVE       = 4'h6,
          BIT_SIX        = 4'h7,
          BIT_SEVEN      = 4'h8,
          LAST_BIT = 4'h8, IDLE_BIT = 4'ha;
  reg [8:0] lcl_data;
  reg [23:0] counter;
  reg baud_stb;
  reg [3:0] state;
  parameter [23:0] CLOCKS_PER_BAUD = 24'd8680;
  initial {o_busy, state} = {1'b0, IDLE_BIT};
  always @(posedge i_clk)
    if ((i_wr) && (!o_busy))
      {o_busy, state} <= {
        1'b1, START_BIT
      };
    else if (baud_stb) begin
      if (state == IDLE_BIT)
        {o_busy, state} <= {
          1'b0, IDLE_BIT
        };
      else if (state < LAST_BIT) begin
        o_busy <= 1'b1;
        state  <= state + 1'b1;
      end else
        {o_busy, state} <= {
          1'b1, IDLE_BIT
        };
    end
  initial lcl_data = 9'h1ff;
  always @(posedge i_clk)
    if ((i_wr) && (!o_busy)) lcl_data <= {i_data, 1'b0};
    else if (baud_stb) lcl_data <= {1'b1, lcl_data[8:1]};
  assign o_uart_tx = lcl_data[0];
  initial baud_stb = 1'b1;
  initial counter = 0;
  always @(posedge i_clk)
    if ((i_wr) && (!o_busy)) begin
      counter  <= CLOCKS_PER_BAUD - 1;
      baud_stb <= 1'b0;
    end else if (!baud_stb) begin
      baud_stb <= (counter == 24'h01);
      counter  <= counter - 1'b1;
    end else if (state != IDLE_BIT) begin
      counter  <= CLOCKS_PER_BAUD - 1'b1;
      baud_stb <= 1'b0;
    end
endmodule
`default_nettype none
module txdata(
	i_clk,
	i_reset,
	i_stb, 
	i_data, 
	o_busy, 
	o_uart_tx);
	parameter UART_SETUP = 868;
	input wire i_clk, i_stb, i_reset;
	input wire [31:0] i_data;
	output wire o_uart_tx;
	output wire o_busy;
	reg [3:0] state; 
	reg tx_stb; 
	wire tx_busy;
	initial tx_stb = 1'b0;
	initial state = 4'h0;
	assign o_busy = (state != 4'h0);
	always @(posedge i_clk)
		if(i_reset)
		begin 
			state  <= 4'h0;
			tx_stb <= 1'b0;
		end else if(!o_busy)
		begin
			if(i_stb)
			begin
				state <= 1;
				tx_stb <= 1;
			end
		end else if((tx_stb) && (!tx_busy))
		begin
			state <= state + 1'b1;
			if (state >= 4'hc)
			begin
				tx_stb <= 1'b0;
				state <= 4'h0;
			end  
		end
	reg [31:0] my_data_copy;
	initial my_data_copy = 0;
	always @(posedge i_clk)
		if(!o_busy)
			my_data_copy <= i_data; 
		else if ((!tx_busy) && (state > 4'h1))
			my_data_copy <= {i_data[27:0], 4'h0};
	reg [7:0] hex, tx_data;
	always @(posedge i_clk)
		case(my_data_copy[31:28])
			4'h0: hex <= "0"; 
			4'h1: hex <= "1";
			4'h2: hex <= "2";
			4'h3: hex <= "3";
			4'h4: hex <= "4";
			4'h5: hex <= "5";
			4'h6: hex <= "6"; 
			4'h7: hex <= "7";
			4'h8: hex <= "8"; 
			4'h9: hex <= "9"; 
			4'ha: hex <= "a"; 
			4'hb: hex <= "b";
			4'hc: hex <= "c"; 
			4'hd: hex <= "d";
			4'he: hex <= "e";
			4'hf: hex <= "f";
			default: begin end 
		endcase
	always @(posedge i_clk)
		if(!tx_busy)
			case(state)
				4'h1: tx_data <= "0";
				4'h2: tx_data <= "x"; 
				4'h3: tx_data <= hex; 
				4'h4: tx_data <= hex;
				4'h5: tx_data <= hex; 
				4'h6: tx_data <= hex; 
				4'h7: tx_data <= hex; 
				4'h8: tx_data <= hex; 
				4'h9: tx_data <= hex; 
				4'ha: tx_data <= hex; 
				4'hb: tx_data <= "\r"; 
				4'hc: tx_data <= "\n";
				default tx_data <= "Q";
			endcase
	uartport #(UART_SETUP[23:0]) 
		txdatauart(i_clk, tx_stb, tx_data, o_uart_tx, tx_busy);
endmodule
`default_nettype none
module top(i_clk,
	i_event,
	o_uart_tx);
	parameter CLOCK_RATE_HZ = 12_000_000; 
	parameter BAUD_RATE = 115_200; 
	input wire i_clk, i_event; 
	output wire o_uart_tx; 
	parameter UART_SETUP = (CLOCK_RATE_HZ /BAUD_RATE);
	wire  [31:0] counterv, tx_data;
	wire  tx_busy, tx_stb; 
	counter topcounter(i_clk, 1'b0, i_event, counterv); 
	chgdetector topdiffer(i_clk, counterv, tx_stb, tx_data, tx_busy);
	txdata #(UART_SETUP)
		topworder(i_clk, 1'b0, tx_stb, tx_data, tx_busy, o_uart_tx);
endmodule
==> flow/run.sh <==
#!/bin/bash
# OpenROAD 26Q1-2900-gdf79404cd8, Yosys 0.63+post, stock flow scripts
make -C /OpenROAD-flow-scripts/flow DESIGN_CONFIG=/design/flow/config.mk WORK_HOME=/design/flow/orfs finish
==> flow/config.mk <==
export PLATFORM = sky130hd
export DESIGN_NAME = top
export DESIGN_NICKNAME = top
export VERILOG_FILES = /design/flow/design.v
export SDC_FILE = /design/flow/constraint.sdc
export NUM_CORES = 4
export LEC_CHECK = 1
export CORE_UTILIZATION = 40
==> flow/constraint.sdc <==
current_design top

set clk_period 5.7
set clk_io_pct 0.2

create_clock -name clk0 -period $clk_period [get_ports {i_clk}]

set non_clock_inputs [all_inputs -no_clocks]
set_input_delay [expr $clk_period * $clk_io_pct] -clock clk0 $non_clock_inputs
set_output_delay [expr $clk_period * $clk_io_pct] -clock clk0 [all_outputs]
==> run notes <==
impl run done, here's what came out: result of the run=complete, no violations, core footprint=0.0139 mm^2, Port Buffers=2, first-pass GRT wire length=17.0 mm, leftover overflow at the end of global routing=0, synthesized-area fraction occupied by ao, oa, aoi and oai cells=8.90%, final number of max-transition violations=0, crit-path cells=nor4_1 -> nand2_1 -> or4_1 -> a32o_1, mean instance size in the synthesized netlist=11.7 um^2, class of the most critical setup path=reg2reg, number of primary I/O pins=3, required time reported for the critical path endpoint=6.00 ns, cell type with the highest aggregate area in the netlist=sky130_fd_sc_hd__edfxtp_1, Synth top cells by count=89 x sky130_fd_sc_hd__edfxtp_1, 57 x sky130_fd_sc_hd__xnor2_1, 54 x sky130_fd_sc_hd__nand2_1, number of buffers inserted during clock tree synthesis=17, fraction of final layout cells sized beyond drive strength 1=9.30%, # Cells Yosys=492, Relative slew margins=40.2%, H-tree level count=4, Power, Total=2.11 mW, final WL=9.96 mm, Max Clk Rate=366 MHz, final critical path time including I/O delays and setup=2.73 ns, register area share after synthesis=59.3%, Yosys top cell area share=46.5%, number of hold violations in the final report=0, Critical Path Max Stage Delay=0.87 ns, cell with the most instances after synthesis=sky130_fd_sc_hd__edfxtp_1, routability congestion estimate=0.846, final routed DRC violation total=0, area fraction in mux cells=1.07%, utilization of the core after routing=47.1%, number of cells traversed by the worst hold path=1, layout-stage area growth over the synthesis result=14.1%, proportion of register bits with asynchronous set or reset after synthesis=0%, post-CTS sizing=0, netlist area before placement=0.00575 mm^2, sinks on the clock net=126, Crit path arrival time=3.03 ns, sink of the worst hold path=topworder.txdatauart.counter[16], Worst IR Drop VDD=0.000212 V, total cell area reported by yosys after synthesis=0.00575 mm^2, setup slack on the worst flop-to-flop path=2.97 ns, clock transition time at the flip-flop clock pins of the worst setup and hold paths=0.06 ns, tally of max-capacitance violations=0, buffers from clock root to sink, at most=2, unrepaired setup endpoints after global routing=no, post-synth tally of flip-flops with integrated enable=89, Synth Instances=492, total inserted antenna cells=0, R2R Path End=topworder.txdatauart.counter[22], path type of the worst min-delay path=reg2reg, slowest cell on the critical path=sky130_fd_sc_hd__nor4_1, number of cells on the worst reg-to-reg path=4, row count=43, setup tns final=0 ns, Die Footprint=0.0149 mm^2, TritonRoute pass-1 iters=4, Tool Warnings=31, Die Span Y=122 um, number of antenna violations at the first check in global routing=0, clock tree root driver cell=sky130_fd_sc_hd__clkbuf_16, Dominant Register Cell=sky130_fd_sc_hd__edfxtp_1, vias in the first global route=3459, insertion delay at the late pin of the worst-skew pair=0.41 ns, DP Wirelength=6.41 mm, Via-to-Cell Ratio=5.37, period utilization=47.9%, total of flip-flops plus latches after synthesis=126, worst reg2reg path startpoint=topworder.txdatauart.baud_stb, via count=3740, launch instance of the worst min-delay path=topworder.txdatauart.counter[16], Final Setup Violations=0, and+or+nand+nor area frac=15.9%, hold_buf cts=0, DR iter-0 viols=265, Top logic family=simple AND/OR/NAND/NOR gates, DIE WIDTH=122 um, yosys warns=4, Post-CTS Setup Inserts=0, P_leak=2.34 nW, number of distinct library cell variants in the gate-level netlist after synthesis=48, PD cells=321 mW/mm^2, FA/HA/MAJ Cells, Area Fraction=2.39%, Max Fanout on Critical Path=23, remaining antenna violation count=0, Overall Global Routing Usage=15.1%, maximum number of pins on one net before global-route repair=38, area fraction in xor and xnor cells=9.90%, skew final=0.00826 ns, Post-synth area hogs=sky130_fd_sc_hd__edfxtp_1 46%, sky130_fd_sc_hd__dfxtp_1 13%, sky130_fd_sc_hd__xnor2_1 8.7%, sky130_fd_sc_hd__nand2_1 3.5%, sky130_fd_sc_hd__ha_1 2.4%, average wire per cell in the routed design=14.3 um, CP Launch Type=register, Worst setup EP type=register, core utilization before placement=41.3%, worst-margin pin slew=0.889 ns, TritonCTS clock tree=yes
==> cells by family (layout without fill, tap and decap cells) <==
| logic type | after synthesis | count (layout) |
|---|---|---|
| and+or+nand+nor | 173 | 173 |
| DFF | 126 | 126 |
| AOI/OAI and AO/OA | 77 | 77 |
| xor gates and xnor gates | 65 | 65 |
| buffers and inverters | 34 | 58 |
| adders and majority gates | 11 | 11 |
| muxes | 6 | 6 |
==> routing by layer <==
metal	part of all wire, %	global-route usage, %
met3	3.6	3.24
met2	45	21.5
met5	0	0
met1	50	25.5
met4	1.9	2.55
==> worst max-delay path: cells and delay by family, from the launching register on <==
family             cells  cell delay [ns]
DFF                    1             0.55
AOI/OAI and AO/OA      1             0.26
and+or+nand+nor        3             1.80
==> registers in the layout, summed over array words and instances, names as in the netlist <==
name / count
topcounter.o_counter: 32
topdiffer.o_data: 32
topdiffer.o_stb: 1
topworder.hex: 6
topworder.my_data_copy: 4
topworder.state: 4
topworder.tx_data: 7
topworder.tx_stb: 1
topworder.txdatauart.baud_stb: 1
topworder.txdatauart.counter: 24
topworder.txdatauart.lcl_data: 9
topworder.txdatauart.o_busy: 1
topworder.txdatauart.state: 4
==> power breakdown <==
part | switching (mW) | internal [mW]
combinational | 0.0177 | 0.0208
clock | 0.370 | 0.678
sequential | 0.0237 | 0.997
total | 0.412 | 1.70
==> through the flow <==
| step | hold slack [ns] | instances | setup slack, ns | cell area (um^2) |
|---|---|---|---|---|
| detailed placement | 0.459 | 664 | 2.98 | 5980 |
| CTS | 0.469 | 696 | 2.98 | 6560 |
| global placement | 0.456 | 664 | 2.99 | 5980 |
| finish | 0.465 | 696 | 2.97 | 6560 |
| floorplan | 0.424 | 492 | 2.68 | 5750 |
| global route | 0.501 | 696 | 2.76 | 6560 |
==> cells in the final DEF, fill, tap and decap left out, drive strengths merged, types with 16 or more instances in the layout <==
| cell type | synthesis | final |
|---|---|---|
| edfxtp | 89 | 89 |
| xnor2 | 57 | 57 |
| nand2 | 54 | 54 |
| dfxtp | 37 | 37 |
| o21ai | 22 | 22 |
| nor2 | 20 | 20 |
| nand3 | 19 | 19 |
| inv | 18 | 18 |
| nand4 | 18 | 18 |
| clkbuf | 14 | 18 |
| a21oi | 16 | 16 |
==> worst max-delay path by stage <==
stage                             start                          endpoint  slack, ns  cells past startpoint
4_1_cts   topworder.txdatauart.baud_stb  topworder.txdatauart.counter[22]       2.98                      4
5_1_grt   topworder.txdatauart.baud_stb  topworder.txdatauart.counter[22]       2.76                      4
6_report  topworder.txdatauart.baud_stb  topworder.txdatauart.counter[22]       2.97                      4
==> layout make-up <==
type                            count  area (um^2)
Fill cell                        1202         7370
Sequential cell                   126         3410
Multi-Input combinational cell    332         2210
Clock buffer                       18          429
Tap cell                          180          225
Clock inverter                     14          150
Inverter                           18         67.6
Timing Repair Buffer                8         65.1
Power is estimated from default activity; no workload was simulated.
